## ./run.sh

```bash
#!/bin/bash
# OpenROAD 26Q1-2900-gdf79404cd8, Yosys 0.63+post, stock flow scripts
make -C /OpenROAD-flow-scripts/flow DESIGN_CONFIG=/design/flow/config.mk WORK_HOME=/design/flow/orfs finish
```

## ./config.mk

```make
export PLATFORM = sky130hd
export DESIGN_NAME = game_board
export DESIGN_NICKNAME = game_board
export VERILOG_FILES = /design/flow/design.v
export SDC_FILE = /design/flow/constraint.sdc
export NUM_CORES = 4
export LEC_CHECK = 1
export CORE_UTILIZATION = 30
```

## ./constraint.sdc

```tcl
current_design game_board

set clk_period 6.8
set clk_io_pct 0.2

create_clock -name clk0 -period $clk_period [get_ports {clk}]

set non_clock_inputs [all_inputs -no_clocks]
set_input_delay [expr $clk_period * $clk_io_pct] -clock clk0 $non_clock_inputs
set_output_delay [expr $clk_period * $clk_io_pct] -clock clk0 [all_outputs]
```

## ./design.v

```verilog
`timescale 1ns / 1ps
module game_board (
	 input rst_n
	,input clk
	,input [2:0] check_addr
	,input [2:0] put_chip_addr
	,input [2:0] display_addr
	,input [2:0] row_addr_sel 
	,input [2:0] col_addr
	,input [1:0] put_chip_data
	,input check_r_en
	,input put_r_en
	,input disply_r_en
	,input ram_w_en
	,output reg [15:0] output_data
);
reg[15:0] ram[7:0];
reg[2:0] row_addr;
reg[3:0] put_chip_state;
reg[2:0] next_state;
integer i;
reg[3:0] col_w_addrl;
always @ (*)
begin
	col_w_addrl=(col_addr<<1);
end  
always @ (*)
begin
	case(row_addr_sel)
	1:
	begin
		row_addr=display_addr;
	end
	2:
	begin
		row_addr=put_chip_addr;
	end
	4:
	begin
		row_addr=check_addr;
	end
	default:
	begin
		row_addr=display_addr;
	end
	endcase
end  
always @ (*)
begin
	output_data=(check_r_en|put_r_en|disply_r_en)?ram[row_addr]:0;
end  
always @(negedge rst_n or posedge clk)
begin
	if(!rst_n) 
	begin
		for(i=0;i<8;i=i+1)
		begin
			ram[i]<=0;
		end
	end
	else 
	begin
		if(ram_w_en)
		begin
			ram[row_addr][col_w_addrl+:2]<=put_chip_data;
		end
	end
end 
endmodule     	
```

==> Slide: Implementation Results <==
Run Summary

Route
  – First DRT Iteration DRCs: 402
  – Post-Route WL: 20680 µm
  – Vias: 5387
  – DRC errors left: 0
  – Drt via density: 5.725
  – Pre-Repair DR Iteration Count: 5
  – Diodes inserted: 0
  – Routed Antenna Nets: 0
  – DR WL/cell: 21.97 µm

Placement
  – Port bufs: 38
  – Place WS: 938.7 ps
  – DP HPWL: 13220 µm
  – Gpl congestion: 0.8725

GRT
  – Antenna violations before repair: 0
  – Met1 Usage GRT: 0.2939
  – Met3 GRT Util: 0.06677
  – Global route hottest layer: met1
  – Met2 Track Usage GR: 0.2900
  – Pin count of the biggest net entering global routing: 58
  – Vias in the first global route: 5385
  – First-pass GRT wire length: 32230 µm
  – Total GRT Usage: 0.1993
  – Global route overflow: 0

Critical path
  – Critical Path Fanout Max: 17
  – Reg-to-reg slack, setup: 6090 ps
  – Worst path top cell family by delay: buffers and inverters
  – Slowest CP cell: clkdlybuf4s50_1
  – Crit path DRT: 5440 ps
  – CP endpoint kind: primary output
  – Startpoint Class: input pin
  – Crit path kind: in2out
  – Worst path buffer plus inverter count: 3
  – Delay of the slowest cell on the worst path: 650 ps
  – Worst endpoint data arrival time: 4540 ps
  – Most used cell, CP: clkdlybuf4s50_1
  – CP Cell Sequence: clkdlybuf4s50_1 > nor2_1 > a221oi_4 > and2_1 > buf_4 > mux2i_1 > o31ai_1 > o221a_2 > clkdlybuf4s50_1

CTS
  – PostCTS Resize Cnt: 0
  – Worst-path clk slew: 60 ps
  – Sink Count: 128
  – Post-CTS Setup Bufs: 0
  – Clock tree root buffer cell: clkbuf_16
  – Latency at later pin: 410 ps
  – CTS tree: done
  – Num CTS Buffers: 17
  – Hold Buf Count CTS: 0
  – CTS H-tree depth: 4
  – Clk buf depth: 2

Final timing
  – Skew final: 0 ps
  – Slew @ Worst Pin: 907.6 ps
  – Max Transition Viols Final: 0
  – Slew margin rel.: 0.3949
  – Setup Total Neg Slack: 0 ps
  – RSZ-0062 raised after global routing: false
  – Setup ws final: 903.0 ps
  – Fmax: 169.6 MHz
  – Fin crit share: 0.8672
  – Final Hold Viols: 0
  – Setup violators final: 0
  – Fin crit period: 5897 ps

Power and ir drop
  – Total Power: 2.219 mW
  – Combinational fraction of design power: 0.186
  – Switching share of power: 0.2840
  – Clk pwr share: 0.386
  – Net switching power: 630.2 µW
  – Leakage: 2.991 nW
  – VDD IR max: 0.1818 mV
  – Int Power: 1.589 mW
  – Cell area power density: 287.7 mW/mm²
  – Seq pwr share: 0.428

Run
  – Tool warning count: 26
  – Max-cap violations: 0

Final layout
  – Layout cell share with drive strength beyond 1: 0.1186
  – Synthesis-to-layout area growth: 17.34%
  – Largest Register: ram
  – FILL cells: 2071
  – Regs by FF count: ram x128
  – Max FFs per register: 128

Run status
  – Status: complete, no violations

Synth
  – Most frequent cell after synthesis: dfrtp_1
  – Synth Flop Type: dfrtp_1
  – Register area share after synthesis: 0.4872
  – Synthesized area per cell: 10.47 µm²
  – Ys cells: 628
  – Synth cell count leaders: dfrtp_1 (128), o2bb2ai_1 (125), nand2_1 (96)
  – Cell Type Count: 50
  – Yosys chip area: 0.006575 mm²
  – Synth top area share: 0.4872
  – Cell count after synthesis: 628
  – Mapped Area: 0.006575 mm²
  – EDFF count, synth: 0
  – Fraction of registers with async set/reset: 1.000
  – Synth area leader: dfrtp_1
  – Top cells by area: dfrtp_1 (49%), o2bb2ai_1 (17%), nand2_1 (5.5%)
  – Seq cells post-synth: 128
  – Synth warnings: 2

Floorplanning
  – Ports: 39
  – Die ar.: 0.02251 mm²
  – Die W: 150.0 µm
  – Row Count: 53
  – Fp util: 0.3089
  – Die y size: 150.0 µm
  – Core outline area: 0.02129 mm²

Min path
  – Hold Crit Class: reg2reg
[cells by family (layout without fill, tap and decap cells)]
logic type      Yosys count  count (layout)  share of synthesized area
compound gates          243             243                     0.3022
fa+ha+maj                 4               4                   0.007612
buf+inv                  55              93                    0.04320
flops                   128             128                     0.4872
mux                       3               3                   0.004567
simple gates            195             195                     0.1553
[worst paths after layout]
kind | from | to | depth (start not counted)
worst max-delay path | row_addr_sel[1] | output_data[14] | 9
worst min-delay path | ram[4][8]$_DFFE_PN0P_ | ram[4][8]$_DFFE_PN0P_ | 1
worst max register to register | ram[7][15]$_DFFE_PN0P_ | ram[7][15]$_DFFE_PN0P_ | 1
worst min register to register | ram[4][8]$_DFFE_PN0P_ | ram[4][8]$_DFFE_PN0P_ | 1
max in group asynchronous | rst_n | ram[1][12]$_DFFE_PN0P_ | 3
min in group asynchronous | rst_n | ram[0][4]$_DFFE_PN0P_ | 1
[routing by layer]
metal / wire length, µm / vias up
met5: 0 / -
li1: - / 2477
met3: 1844 / 32
met1: 9269 / 2672
met2: 8976 / 206
met4: 586 / 0
[power by group through the flow]
stage | logic, mW | clock network, mW | registers [mW]
5_1_grt | 0.448 | 0.900 | 0.966
4_1_cts | 0.412 | 0.871 | 0.950
6_report | 0.412 | 0.857 | 0.951
[layout by cell type (no fill, tap or decap), types with 11 or more instances in the layout]
master           synthesis  routed
o2bb2ai_1              125     125
nor2_1                  11      11
clkbuf_16                0      17
dfrtp_1                128     128
a21oi_1                 15      15
nand2_1                 96      96
a22o_1                  16      16
clkdlybuf4s50_1          0      37
a21o_1                  13      13
o21ai_0                 30      30
nand3_1                 28      28
a211oi_1                14      14
o221a_2                 14      14
and3_1                  22      21
buf_4                    6      16
[final cells by class]
type                            instances  area (µm²)  area share
Clock buffer                           19       442.9     0.05741
Clock inverter                         13       115.1     0.01492
Inverter                                8       30.03    0.003892
Multi-Input combinational cell        445        3089      0.4004
Sequential cell                       128        3203      0.4152
Tap cell                              275       344.1     0.04460
Timing Repair Buffer                   53       490.5     0.06357
[through the flow]
step / hold WS, ps / utilization / std cells / area, µm²
after global routing: 489.8 / 0.3624 / 941 / 7715
after floorplan: 448.2 / - / 628 / 6575
after CTS: 484.0 / 0.3624 / 941 / 7715
final: 479.8 / 0.3624 / 941 / 7715
after detailed placement: 466.3 / 0.3362 / 909 / 7157
after global placement: 466.7 / 0.3362 / 909 / 7157
Power is estimated from default activity; no workload was simulated.
