[/design/flow/run.sh]
#!/bin/bash
# OpenROAD 26Q1-2900-gdf79404cd8, Yosys 0.63+post, stock flow scripts
make -C /OpenROAD-flow-scripts/flow DESIGN_CONFIG=/design/flow/config.mk WORK_HOME=/design/flow/orfs finish
[/design/flow/config.mk]
export PLATFORM = sky130hd
export DESIGN_NAME = check_statemachine
export DESIGN_NICKNAME = check_statemachine
export VERILOG_FILES = /design/flow/design.v
export SDC_FILE = /design/flow/constraint.sdc
export NUM_CORES = 4
export LEC_CHECK = 1
export CORE_UTILIZATION = 30
[/design/flow/constraint.sdc]
current_design check_statemachine

set clk_period 3.3
set clk_io_pct 0.2

create_clock -name clk0 -period $clk_period [get_ports {clk}]

set non_clock_inputs [all_inputs -no_clocks]
set_input_delay [expr $clk_period * $clk_io_pct] -clock clk0 $non_clock_inputs
set_output_delay [expr $clk_period * $clk_io_pct] -clock clk0 [all_outputs]
[/design/flow/design.v]
`timescale 1ns / 1ps
module check_grid (
	 input rst_n
	,input clk
	,input check_en
	,input [7:0] sub_data
	,input sub_rst
	,output G_WIN
	,output O_WIN
);
reg [7:0] a[3:0];
integer i ;
always @(negedge rst_n or posedge clk)
begin
	if(!rst_n)
	begin
		for(i=0;i<4;i=i+1)
		begin
			a[i]<=0;
		end
	end
	else if(sub_rst)
	begin
		for(i=0;i<4;i=i+1)
		begin
			a[i]<=0;
		end
	end
	else 
	begin
		a[0]<=(check_en)?sub_data:a[0];
		for(i=1;i<4;i=i+1)
		begin
			a[i]<=(check_en)?a[i-1]:a[i];
		end
	end
end 
wire [6:0]G_WIN_TEMP;
wire [6:0]O_WIN_TEMP;
check_slice slice0({a[0][0],a[0][2],a[0][4],a[0][6]},
				   {a[0][1],a[0][3],a[0][5],a[0][7]},
				   G_WIN_TEMP[0],O_WIN_TEMP[0]); 
check_slice slice1({a[0][0],a[1][0],a[2][0],a[3][0]},
				   {a[0][1],a[1][1],a[2][1],a[3][1]},
				   G_WIN_TEMP[1],O_WIN_TEMP[1]); 
check_slice slice2({a[0][2],a[1][2],a[2][2],a[3][2]},
				   {a[0][3],a[1][3],a[2][3],a[3][3]},
				   G_WIN_TEMP[2],O_WIN_TEMP[2]);
check_slice slice3({a[0][4],a[1][4],a[2][4],a[3][4]},
				   {a[0][5],a[1][5],a[2][5],a[3][5]},
				   G_WIN_TEMP[3],O_WIN_TEMP[3]);
check_slice slice4({a[0][6],a[1][6],a[2][6],a[3][6]},
				   {a[0][7],a[1][7],a[2][7],a[3][7]},
				   G_WIN_TEMP[4],O_WIN_TEMP[4]);
check_slice slice5({a[0][0],a[1][2],a[2][4],a[3][6]},
				   {a[0][1],a[1][3],a[2][5],a[3][7]},
				   G_WIN_TEMP[5],O_WIN_TEMP[5]); 
check_slice slice6({a[0][6],a[1][4],a[2][2],a[3][0]},
				   {a[0][7],a[1][5],a[2][3],a[3][1]},
				   G_WIN_TEMP[6],O_WIN_TEMP[6]); 
assign G_WIN=|G_WIN_TEMP;
assign O_WIN=|O_WIN_TEMP ;
endmodule     	
`timescale 1ns / 1ps
module check_slice (
	 input [3:0] a 
	,input [3:0] b
	,output  G_check_4
	,output  O_check_4
);
assign G_check_4 = (&a)&(&(~b));
assign O_check_4 = (&b)&(&(~a));
endmodule
`timescale 1ns / 1ps
module check_statemachine (
	 input rst_n
	,input clk
	,input check_en
	,input[15:0] ram_r_val
	,output reg [2:0] check_addr
	,output reg  check_r_en
	,output   check_4
	,output   G_WIN
	,output  O_WIN
	,output reg  finished
);
reg[3:0] cnt1;
reg[2:0] cnt2;
reg sub_rst;
reg[2:0]bit_band;
assign  check_4= G_WIN|O_WIN;
wire[7:0] sub_data;
assign sub_data = ram_r_val[(bit_band<<1)+:8];
check_grid check_grid(rst_n,clk,check_en,sub_data,
					  sub_rst,G_WIN,O_WIN);
always @(negedge rst_n or posedge clk)
begin
	if(!rst_n) 
	begin
		cnt1<=0;
	end
	else if (!check_en)
	begin
		cnt1<=0;
	end
	else 
	begin
		cnt1<=(sub_rst)?0:cnt1+1;
	end
end 
always @ (posedge clk or negedge rst_n)
begin
	if(~rst_n)
	begin
		cnt2<=0;
	end
	else if (!check_en|finished)
	begin
		cnt2<=0;
	end
	else
	begin
		cnt2<=(sub_rst)?cnt2+1:cnt2;
	end
end
always @ (*)
begin
	sub_rst=(cnt1==8);
	bit_band=cnt2;
	finished=(cnt2==4)&sub_rst;
	check_addr=cnt1;
	check_r_en=(~sub_rst)&check_en;
end  
endmodule     	
==> impl_metrics.csv <==
group,metric,value,unit
status,run_status,"complete, no violations",
die,dieWidth,87.7,um
die,core,0.00694,mm^2
routing,drtPass1Iterations,4,
routing,wire_per_inst,12.9,um
pwr,irDropWorstVdd,0.165,mV
pwr,p_int,823,uW
synth,synth_cell_type_count,34,
pwr,power.share.clock,26.9,%
synth,ys_ff,39,
pwr,power_density,448,mW/mm^2
final_layout,layout-drive-gt1-share,9.82,%
placement,hpwl,2900,um
final_layout,logic_area,0.00111,mm^2
cts,root_buffer,"clkbuf_8",
final_timing,rsz0062_at_grt,"false",
pwr,p_sw_share,28.6,%
worst_setup_path,worstPathArrival,2.00,ns
worst_setup_path,critPathLaunchType,"flip-flop",
global_route,grt_max_degree,37,
cts,htreeDepth,2,
final_timing,finalSetupViolCount,0,
pwr,p_leak,0.00113,uW
pwr,p_sw,329,uW
final_timing,post-route-period-util,80.7,%
run,drv_cap,0,
final_timing,whs,0.246,ns
final_timing,tns,0,ns
routing,vias_per_cell,4.71,
cts,cts_sinks,39,
pwr,p_seq_share,54.7,%
final_timing,period_minus_slack,2.66,ns
final_timing,finalHoldViolCount,0,
synth,ff_type,"dfrtp_1",
cts,cts_tree,"built",
synth,ys_async_sr_fraction,100,%
final_timing,drv_slew,0,
global_route,grt_pass1_wl,7070,um
placement,port_buffers,24,
cts,clk-insertion-delay-late,0.29,ns
routing,vias,1506,
routing,wl,4120,um
die,rows,30,
placement,place_inst,312,
final_layout,fill_cells,695,
final_layout,final_cells,320,
die,die_h,87.7,um
cts,postCtsResizedCells,0,
synth,synth_seq_share,44.3,%
global_route,globalRouteOverflowTotal,0,
synth,postSynthAreaPerCell,11.0,um^2
pwr,comb_power_share,18.5,%
worst_setup_path,critical_path_class,"flip-flop to output port",
cts,clk_path_buf_depth,2,
synth,ys_area,0.00220,mm^2
final_timing,fmax,376,MHz
final_timing,worst_pin_slew,0.579,ns
die,io_pins,27,
final_timing,clock_skew,0.00667,ns
synth,ys_warn_count,3,
synth,edf_count,0,
global_route,grtUsageTotal,12.0,%
global_route,grt_pass1_vias,1435,
synth,synthCells,201,
final_layout,seq_area,976,um^2
die,dieArea,0.00769,mm^2
final_layout,area_growth,16.8,%
routing,drt_iter0_drc,84,
final_timing,slew_headroom,61.4,%
synth,syn-cell-area,0.00220,mm^2
synth,ys_cells,201,
worst_setup_path,path_max_fanout,4,
cts,cts_made_buffers,5,
cts,ctsHoldBuffers,0,
cts,post-cts-setup-buffers,0,
cts,clkTransAtPathRegs,0.07,ns
routing,ant_nets,0,
worst_setup_path,worst_setup_path_end_kind,"output port",
routing,diodes,0,
worst_hold_path,hp-class,"input port to asynchronous set/reset pin",
placement,gp_congestion,0.853,
worst_setup_path,crit_required,2.64,ns
die,fp_util,31.7,%
run,openroad.warnings,29,
global_route,antenna_found_initial,0,
routing,drcViolationCount,0,
-- layout by cell type (no fill, tap or decap), types with 4 or more instances in the layout --
cell type        count
nor2b_1             12
clkdlybuf4s50_1     22
nand2_1              4
mux4_2               8
nand3_1              7
ha_1                 4
clkbuf_8             5
o21ai_0              4
nand2b_1             5
dfrtp_1             39
nor2_1              36
nor4bb_1             4
inv_1                8
mux2i_1             32
-- worst max-delay path: stages (launching register included) --
cell	delay (ns)
dfrtp_1	0.40
nor4bb_1	0.35
a32oi_1	0.10
nor3b_1	0.22
a21oi_1	0.10
nand3_1	0.09
clkdlybuf4s50_1	0.45
-- worst paths after layout --
| path | from | end | slack, ns | cells after the start |
|---|---|---|---|---|
| worst max-delay path | check_grid.a[2][7] | check_4 | 0.64 | 6 |
| worst min-delay path | rst_n | check_grid.a[1][2] | 0.25 | 1 |
| worst max register to register | cnt1[0] | cnt2[2] | 1.69 | 8 |
| worst min register to register | cnt1[0] | cnt1[0] | 0.51 | 1 |
| max in group asynchronous | rst_n | check_grid.a[2][7] | 2.39 | 2 |
| min in group clk0 | cnt1[0] | cnt1[0] | 0.51 | 1 |
-- cell usage after synthesis, types with 2 or more instances --
cell type	n	area [um^2]
dfrtp_1	39	976
nor2_1	36	135
mux2i_1	32	320
nor2b_1	12	75.1
inv_1	8	30.0
mux4_2	8	180
nand3_1	7	35.0
buf_2	5	25.0
buf_4	5	37.5
nand2b_1	5	31.3
ha_1	4	50.1
nand2_1	4	15.0
nor4bb_1	4	40.0
o21ai_0	4	20.0
nand3b_1	3	22.5
a21boi_0	2	15.0
a21oi_1	2	10.0
a32oi_1	2	17.5
buf_6	2	22.5
nand4b_1	2	17.5
xnor2_1	2	17.5
-- stage by stage --
stage | util, % | total power (uW) | setup WS, ns | instance area [um^2]
finish | 37.0 | 1150 | 0.638 | 2570
global route | 37.0 | 1220 | 0.480 | 2570
CTS | 37.0 | 1170 | 0.586 | 2570
detailed placement | 35.9 | 855 | 0.959 | 2490
global placement | 35.9 | 850 | 0.989 | 2490
floorplan | - | 769 | 1.56 | 2200
-- flip-flops by register name, summed over array words and instances, names as in the netlist --
name          cells
check_grid.a     32
cnt1              4
cnt2              3
-- metal layers --
layer,share of wire [%],GRT usage (%),vias up
met2,42,16.4,33
met1,54,20.8,728
met5,0,0,-
li1,-,-,743
met3,4.1,2.58,2
met4,0.61,1.19,0
-- kinds of logic (layout without fill, tap and decap cells) --
| family | after synthesis | after routing | synth area share [%] |
|---|---|---|---|
| adder cells (fa/ha/maj) | 4 | 4 | 2.27 |
| buffers and inverters | 20 | 43 | 5.22 |
| AND/OR/NAND/NOR | 82 | 82 | 20.4 |
| flip-flops | 39 | 39 | 44.3 |
| multiplexers | 40 | 40 | 22.7 |
| XOR/XNOR | 3 | 3 | 1.19 |
| AND-OR/OR-AND | 13 | 13 | 3.86 |
-- power groups by stage --
stage	sequential, uW	combinational (uW)	clock, uW
finish	630	213	309
CTS	632	215	322
global route	644	236	340
-- cell type report --
| type | instances | share of cell area, % |
|---|---|---|
| Clock buffer | 7 | 2.97 |
| Clock inverter | 1 | 0.195 |
| Inverter | 8 | 1.17 |
| Multi-Input combinational cell | 142 | 43.2 |
| Sequential cell | 39 | 37.9 |
| Tap cell | 96 | 4.67 |
| Timing Repair Buffer | 27 | 9.82 |
Power is estimated from default activity; no workload was simulated.
