File: /design/flow/design.v
`timescale 1ns / 1ps
module showboard_statemachine (
	 input rst_n
	,input clk
	,input display_en
	,input [15:0] display_data_i
	,output reg disply_r_en
	,output reg [2:0] display_addr
	,output reg [7:0] row_addr
	,output reg [15:0]display_data_o
	,output reg display_finish
);
reg[2:0]state;
reg[2:0]next_state;
always @(negedge rst_n or posedge clk)
begin
	if(!rst_n) 
		 state<=0 ;
	else 
	begin
		state<=next_state;
	end
end 
always @ (*)
begin
	if(display_en)
	begin
		next_state=state+1;
	end
	else
	begin
		next_state=0;
	end
end  
always @ (*)
begin
	row_addr=(1<<state);
	display_data_o=(display_en)?display_data_i:0;
end  
always @ (*)
begin
	disply_r_en=display_en;
	display_addr=state;
	display_finish=(state==7);
end  
endmodule     	
File: /design/flow/run.sh
#!/bin/bash
# OpenROAD 26Q1-2900-gdf79404cd8, Yosys 0.63+post, stock flow scripts
make -C /OpenROAD-flow-scripts/flow DESIGN_CONFIG=/design/flow/config.mk WORK_HOME=/design/flow/orfs finish
File: /design/flow/config.mk
export PLATFORM = sky130hd
export DESIGN_NAME = showboard_statemachine
export DESIGN_NICKNAME = showboard_statemachine
export VERILOG_FILES = /design/flow/design.v
export SDC_FILE = /design/flow/constraint.sdc
export NUM_CORES = 4
export LEC_CHECK = 1
export CORE_AREA = 10 10 70 70
export DIE_AREA = 0 0 80 80
File: /design/flow/constraint.sdc
current_design showboard_statemachine

set clk_period 1.1
set clk_io_pct 0.2

create_clock -name clk0 -period $clk_period [get_ports {clk}]

set non_clock_inputs [all_inputs -no_clocks]
set_input_delay [expr $clk_period * $clk_io_pct] -clock clk0 $non_clock_inputs
set_output_delay [expr $clk_period * $clk_io_pct] -clock clk0 [all_outputs]
==> notes.md <==
yosys + openroad results -> outcome=complete, but fails checks, CTS Hold Bufs=0, min cycle time layout=1.44 ns, IO Port Bufs=47, Post-Route Utilization=0.314, reg2reg path depth=4, WP data arrival=1.22 ns, H-tree depth=1, Critical Path Start Type=flop, warnings from Yosys=1, Final Hold Fails=0, post-route cell area=1070 um2, crit path kind=reg -> out, die area=6400 um2, fill cell count=354, Via Count=501, area leader, netlist=and2_1, die x size=80 um, CP Capture Type=primary output, failing checks=setup timing, core area=3420 um2, Layout area overhead=211%, Cells after Synth=40, initial DRC count=4, Final Worst Setup Slack=-0.341 ns, Crit Path Max Fanout=4, worst slew margin relative to its limit=0.905, Root Buffer=clkbuf_4, Vias/cell=3.30, CTS Sinks=3, FFs w/ async S/R, synth=1.00, critical-path cell list=ha_4, buf_6, ha_4, buf_6, max reg flops=3, WP data required=0.88 ns, RSZ-0062 raised after global routing=true, total of max-cap violations=0, Max-area cell share=0.364, Reg with most FFs=state, synth unique cells=7, ys flops=3, placed inst area=893 um2, Critical-path top delay cell=dfrtp_2, hold slack=0.166 ns, clock skew=0.00199 ns, row count=21, synthesized area per cell=8.60 um2, Pins Over Slew Limit=0, Total GRT Usage=0.0510, most frequent cell after synthesis=and2_1, die height=80 um, io pins=48, number of global-route vias before repair=620, Overflow after GRT=0, Syn Std Cell Area=344 um2, Tool Warnings=31, Synth Seq Share=0.218, hold crit path type=in -> async, measured slew at the worst slew-check pin=0.142 ns, n_diodes=0, CTS Buf Count=3, Final Setup Violations=12, leakage=0.619 nW, Chip Area, Yosys=344 um2, pwr/cell area=595 nW/um2, global-route wire length before repair=2.66 mm, DRC viols=0, Clock transition at path regs=0.04 ns, EDFF count, synth=0, floorplan utilization=0.101, TNS Setup=-2.89 ns, Place WS=-0.614 ns, Final ANT Viol Nets=0, largest net degree at the start of global routing=7, Main area contributors=and2_1 (36%), dfrtp_1 (22%), ha_1 (22%), nor2b_1 (9.1%), buf_4 (4.4%), Final Wtd Congestion=0.730, fmax=694 MHz, VDD IR max=0.227 mV, Initial DRT Pass Iterations=2, HPWL after detailed placement=1.33 mm, Clock Latency Late Sink=0.23 ns, main flop type=dfrtp_1, initial antenna violation count=0, final worst path period share=1.31, TritonCTS clock tree=done, Regs by FF count=state (3), share of layout cells above drive strength 1=0.604, final WL=1.64 mm, clock buffer depth=2, drt wl/cell=10.8 um, crit-path max cell delay=0.45 ns, top cells by count=and2_1 (20), ha_1 (6), nor2b_1 (5), # Cells Yosys=40
## per-layer routing
layer,share of wire,GRT usage
met1,0.34,0.0459
met3,0.31,0.0739
met2,0.35,0.0658
met5,0,0
met4,0,0.00704
## what timing repair did
action	4_1_cts	5_1_grt
resized	120	23
setup buffers	12	0
pin swaps	9	14
cloned	1	0
endpoints found under the setup margin	29	26
## per-stage QoR
stage          power, mW  instances
2_1_floorplan      0.179         40
3_3_place_gp       0.389        136
3_5_place_dp       0.392        136
4_1_cts            0.653        153
5_1_grt            0.701        152
6_report           0.637        152
## final timing paths
check,start,end,slack (ns)
setup / recovery,state[1]$_DFF_PN0_,row_addr[3],-0.34
hold / removal,rst_n,state[0]$_DFF_PN0_,0.17
setup reg to reg,state[1]$_DFF_PN0_,state[2]$_DFF_PN0_,-0.03
hold reg to reg,state[0]$_DFF_PN0_,state[0]$_DFF_PN0_,0.69
min in group clk0,display_en,state[1]$_DFF_PN0_,0.32
max in group asynchronous,rst_n,state[1]$_DFF_PN0_,0.78
## report_power, final
group / switching (mW) / total, mW / internal, mW
Combinational: 0.0878 / 0.306 / 0.218
Clock: 0.0585 / 0.195 / 0.136
Sequential: 0.0153 / 0.137 / 0.121
Total: 0.162 / 0.637 / 0.475
## critical path: cells and delay by family, from the launching register on
kind,cells,cell delay [ns]
adders and majority gates,2,0.33
buffers and inverters,2,0.21
DFF,1,0.45
## cell families (layout without fill, tap and decap cells)
| kind of cell | count (synthesis) | in the layout | share of synthesized area |
|---|---|---|---|
| adder cells (fa/ha/maj) | 6 | 6 | 0.218 |
| buffers and inverters | 6 | 72 | 0.109 |
| flip-flops | 3 | 3 | 0.218 |
| AND/OR/NAND/NOR | 25 | 25 | 0.455 |
## cells in the final DEF, fill, tap and decap left out
cell,count
dlygate4sd2_1,5
buf_2,21
clkdlybuf4s50_1,2
inv_2,2
and2_1,17
clkbuf_1,1
ha_4,6
clkbuf_2,1
nor2b_4,1
nor2b_1,4
clkbuf_4,3
inv_1,1
buf_4,5
buf_6,19
dlymetal6s2s_1,12
and2_4,3
dfrtp_2,3
## final cells by class
type                       instances  area (um2)  area share
clock buffer                       4        26.3      0.0245
inverter                           3        11.3      0.0105
multi-input combinational         31         322       0.300
sequential                         3        78.8      0.0736
tap                               46        57.6      0.0537
timing repair buffer              65         576       0.537
No activity file was given, so power comes from the tool's default toggle rates.
